==> flow/design.v <==
`timescale 1ns / 1ps
module adder ( 
		clk,
		rst_n,
		in1,
		in2,
		in3,
		in4,
		out
);
input wire clk;
input wire rst_n;
input wire [13:0] in1;
input wire [13:0] in2;
input wire [13:0] in3;
input wire [13:0] in4;
output reg [14:0] out;
always @(posedge clk, negedge rst_n)
begin
	if (~rst_n)
	begin
	out <= 14'd0000;
	end
	else 
	begin
	#4;
	out <= {1'b0,in1} + {1'b0,in2} + {1'b0,in3} + {1'b0,in4};
	end
end
endmodule
==> flow/run.sh <==
#!/bin/bash
# OpenROAD 26Q1-2900-gdf79404cd8, Yosys 0.63+post, stock flow scripts
make -C /OpenROAD-flow-scripts/flow DESIGN_CONFIG=/design/flow/config.mk WORK_HOME=/design/flow/orfs finish
==> flow/config.mk <==
export PLATFORM = sky130hd
export DESIGN_NAME = adder
export DESIGN_NICKNAME = adder
export VERILOG_FILES = /design/flow/design.v
export SDC_FILE = /design/flow/constraint.sdc
export NUM_CORES = 4
export LEC_CHECK = 1
export CORE_UTILIZATION = 40
==> flow/constraint.sdc <==
current_design adder

set clk_period 1.0
set clk_io_pct 0.2

create_clock -name clk0 -period $clk_period [get_ports {clk}]

set non_clock_inputs [all_inputs -no_clocks]
set_input_delay [expr $clk_period * $clk_io_pct] -clock clk0 $non_clock_inputs
set_output_delay [expr $clk_period * $clk_io_pct] -clock clk0 [all_outputs]
==> node_exporter_impl.prom <==
# HELP chip_impl_metric Physical implementation figures
# TYPE chip_impl_metric gauge
chip_impl_info{name="outcome",value="finished, violations left"} 1
chip_impl_info{name="failed_checks",value="negative setup slack"} 1
chip_impl_metric{name="post_route_standard_cell_area_excluding_fillers",unit="um^2"} 3560
chip_impl_metric{name="floorplan.die.width",unit="um"} 72.1
chip_impl_metric{name="drc_errors",unit=""} 0
chip_impl_metric{name="grt_pass1_wl",unit="um"} 7400
chip_impl_metric{name="hold_viol_final",unit=""} 0
chip_impl_metric{name="numPortBuffers",unit=""} 72
chip_impl_info{name="critical_path.endpoint_type",value="register"} 1
chip_impl_metric{name="layout-area-overhead-vs-synth",unit="%"} 81.2
chip_impl_metric{name="gate_count_of_the_mapped_netlist",unit=""} 222
chip_impl_info{name="cts_tree",value="built"} 1
chip_impl_metric{name="finalPower",unit="mW"} 6.63
chip_impl_metric{name="final_period_minus_worst_setup_slack",unit="ps"} 2620
chip_impl_metric{name="post_route_cells_drive_above_1_share",unit="%"} 50.4
chip_impl_metric{name="final-seq-area",unit="um^2"} 375
chip_impl_metric{name="fill_cells",unit=""} 332
chip_impl_info{name="crit_start",value="in1[12]"} 1
chip_impl_metric{name="grt_antenna_before_repair",unit=""} 0
chip_impl_metric{name="post_route_setup_slack",unit="ps"} -1620
chip_impl_metric{name="rows",unit=""} 25
chip_impl_metric{name="syn-cell-area",unit="um^2"} 1970
chip_impl_metric{name="setup_violations_final",unit=""} 14
chip_impl_metric{name="cts_sinks",unit=""} 15
chip_impl_info{name="top_registers",value="out x15"} 1
chip_impl_metric{name="cp_slowest_stage_delay",unit="ps"} 570
chip_impl_metric{name="leakagePower",unit="nW"} 1.75
chip_impl_metric{name="timing.final.crit_share",unit="%"} 262
chip_impl_metric{name="synth-edff-count",unit=""} 0
chip_impl_metric{name="achievable-frequency",unit="GHz"} 0.381
chip_impl_metric{name="die_height",unit="um"} 72.1
chip_impl_metric{name="warning_count",unit=""} 29
chip_impl_metric{name="synthesis.area_per_instance",unit="um^2"} 8.85
chip_impl_info{name="min_delay_path_class",value="input pin to async pin"} 1
chip_impl_metric{name="detail_route.first_pass.iterations",unit=""} 4
chip_impl_metric{name="antenna-diode-count",unit=""} 0
chip_impl_metric{name="chip_area",unit="um^2"} 5200
chip_impl_metric{name="drt_iter0_drc",unit=""} 38
chip_impl_info{name="highest_count_cells_in_the_layout_ignoring_fill_and_taps",value="44 x inv_1, 44 x buf_4, 35 x inv_2"} 1
chip_impl_metric{name="place.detailed.instances",unit=""} 390
chip_impl_metric{name="vias",unit=""} 1852
chip_impl_metric{name="number_of_flip_flops_in_the_largest_register",unit=""} 15
chip_impl_metric{name="drtAntennaViolNets",unit=""} 0
chip_impl_metric{name="coreArea",unit="um^2"} 4720
chip_impl_metric{name="fp_core_util",unit="%"} 41.6
chip_impl_metric{name="timing.critical_path.arrival",unit="ps"} 2790
chip_impl_metric{name="power_density",unit="nW/um^2"} 1860
chip_impl_metric{name="max_slew.worst_pin.slew",unit="ps"} 347
chip_impl_metric{name="final_max_slew_viol_count",unit=""} 0
chip_impl_metric{name="ys_cells",unit=""} 222
chip_impl_metric{name="dpl_cell_area",unit="um^2"} 3100
chip_impl_metric{name="gp_routability_congestion",unit=""} 0.835
chip_impl_metric{name="post_synthesis_sequential_area_ratio",unit="%"} 19.1
chip_impl_metric{name="grt_overflow",unit=""} 0
chip_impl_metric{name="postSynthRegisterBits",unit=""} 15
chip_impl_metric{name="max-clock-path-buffers",unit=""} 2
chip_impl_info{name="critical_path.cell_chain",value="clkbuf_2 > inv_2 > fa_1 > fa_1 > inv_2 > ha_4 > buf_4 > and3_4 > and3_4 > or4_1 > nand3_1"} 1
chip_impl_metric{name="wl_per_cell",unit="um"} 10.3
chip_impl_metric{name="tritoncts.num_buffers",unit=""} 3
chip_impl_metric{name="postSynth.asyncResetShare",unit="%"} 100
chip_impl_metric{name="drt-total-wl",unit="um"} 4300
chip_impl_metric{name="multiInputGateArea",unit="um^2"} 1680
chip_impl_metric{name="final-instance-count-excl-fill",unit=""} 416
chip_impl_metric{name="total_half_perimeter_wirelength_after_legalization_and_detailed_placement",unit="um"} 3270
chip_impl_metric{name="clk_pin_slew_worst_paths",unit="ps"} 50
chip_impl_info{name="registers.top_by_ff_count",value="out"} 1
chip_impl_metric{name="yosys_warnings",unit=""} 1
chip_impl_metric{name="worstPathRequired",unit="ps"} 1170
chip_impl_metric{name="ys_types",unit=""} 38
chip_impl_metric{name="setup_total_negative_slack",unit="ps"} -18110
chip_impl_info{name="ys.flop_type",value="dfrtp_1"} 1
chip_impl_info{name="setup_repair_after_global_routing_missed_its_margin",value="true"} 1
chip_impl_metric{name="number_of_global_route_vias_before_repair",unit=""} 1747
chip_impl_metric{name="vdd_drop_max",unit="uV"} 807
chip_impl_metric{name="worst_hold_slack",unit="ps"} 279
chip_impl_info{name="startpoint_type_of_the_worst_setup_path",value="input pin"} 1
chip_impl_metric{name="critical_path_peak_fanout",unit=""} 3
chip_impl_metric{name="grt_max_degree",unit=""} 16
chip_impl_metric{name="synth.yosys.chip_area",unit="um^2"} 1970
chip_impl_info{name="ctsRootBufferMaster",value="clkbuf_8"} 1
chip_impl_metric{name="max_cap_viol_count",unit=""} 0
chip_impl_info{name="critical_path.slowest_cell",value="fa_1"} 1
chip_impl_metric{name="maxSlewHeadroom",unit="%"} 76.7
chip_impl_info{name="timing_worst_setup_path_type",value="input pin to register"} 1
chip_impl_metric{name="ioPinCount",unit=""} 73
chip_impl_metric{name="global_route.usage.total",unit="%"} 18.0
chip_impl_metric{name="cts-htree-levels",unit=""} 1
chip_impl_metric{name="avgViaCountPerCell",unit=""} 4.45
==> worst max path at each step <==
stage | to | slack [ps] | cells past startpoint
CTS | out[14] | -1750 | 11
global route | out[13] | -1700 | 13
finish | out[14] | -1620 | 11
==> per-layer routing <==
layer  track usage [%]  part of all wire [%]  vias up
met4             0.871                  0.14        0
met2              24.9                    42       61
met1              34.2                    54      857
met3             0.563                   3.9        2
li1                  -                     -      932
met5                 0                     0        -
==> report_power, final <==
part	total, mW	internal (mW)	switching [mW]
Combinational	5.19	2.96	2.23
Clock	0.457	0.281	0.176
Sequential	0.979	0.911	0.0685
==> layout make-up <==
type	instances	share of cell area (%)
multi-input combinational	123	47.0
timing repair buffer	125	29.8
sequential	15	10.5
inverter	82	8.99
tap	67	2.35
clock buffer	4	1.26
==> kinds of logic (layout without fill, tap and decap cells) <==
group | count (synthesis) | after routing | synth area share [%]
buffers and inverters | 84 | 211 | 16.8
and+or+nand+nor | 44 | 44 | 11.8
adders and majority gates | 42 | 42 | 37.4
AOI/OAI and AO/OA | 31 | 31 | 12.2
DFF | 15 | 15 | 19.1
xor gates and xnor gates | 6 | 6 | 2.67
==> stage by stage <==
stage | util (%) | worst slack, ps
floorplan | - | -1630
global placement | 65.6 | -2300
detailed placement | 65.6 | -2380
CTS | 72.5 | -1750
global route | 75.4 | -1700
finish | 75.4 | -1620
==> cell usage after synthesis (all sizes together), types with 2 or more instances <==
library cell  instances  area share (%)
nor3                  4             1.0
a211oi                2            0.76
and2                  2            0.64
nor2b                 2            0.64
a21o                  4             1.5
ha                   14             8.9
buf                   2             1.1
a31oi                 2             1.4
or4                   3             1.1
a21oi                 8             2.6
inv                  82              16
nor2                 11             2.1
and3                  2            0.64
nand3                 2            0.51
nand4                 2            0.64
xor2                  2            0.89
o311ai                2            0.89
xnor2                 4             1.8
o21ai                 3            0.76
fa                   28              29
a21boi                2            0.76
nand3b                2            0.76
nand2                 9             1.7
dfrtp                15              19
o2111ai               2            0.89
==> critical path: cells and delay by family <==
| family | cells | cell delay, ps |
|---|---|---|
| buf+inv | 4 | 300 |
| fa+ha+maj | 3 | 1310 |
| simple gates | 4 | 960 |
==> what timing repair did <==
action	CTS	global route
gates resized	197	48
hold buffers	0	0
setup buffers	18	6
pin swaps	61	52
endpoints found under the setup margin	30	15
