==> /design/flow/design.v <==
`timescale 1ns / 1ps
module counter (
	clk,
	rst_n,
	cnt
);
input wire clk;
input wire rst_n;
output reg [6:0] cnt;
always @(posedge clk, negedge rst_n)  
begin
	if(rst_n == 0)  
	begin
		cnt <= 7'b0;
	end
	else if (cnt < 100)  
	begin
		cnt <= cnt + 1;
	end
end
endmodule
==> /design/flow/run.sh <==
#!/bin/bash
# OpenROAD 26Q1-2900-gdf79404cd8, Yosys 0.63+post, stock flow scripts
make -C /OpenROAD-flow-scripts/flow DESIGN_CONFIG=/design/flow/config.mk WORK_HOME=/design/flow/orfs finish
==> /design/flow/config.mk <==
export PLATFORM = sky130hd
export DESIGN_NAME = counter
export DESIGN_NICKNAME = counter
export VERILOG_FILES = /design/flow/design.v
export SDC_FILE = /design/flow/constraint.sdc
export NUM_CORES = 4
export LEC_CHECK = 1
export CORE_AREA = 10 10 70 70
export DIE_AREA = 0 0 80 80
==> /design/flow/constraint.sdc <==
current_design counter

set clk_period 3.3
set clk_io_pct 0.2

create_clock -name clk0 -period $clk_period [get_ports {clk}]

set non_clock_inputs [all_inputs -no_clocks]
set_input_delay [expr $clk_period * $clk_io_pct] -clock clk0 $non_clock_inputs
set_output_delay [expr $clk_period * $clk_io_pct] -clock clk0 [all_outputs]
==> impl_metrics.py <==
# Flow results
metrics = {
    "status": {
        "run_status": "finished clean",
    },
    "hold_path": {
        "worstHoldStart": "cnt[0]$_DFFE_PN0N_",
        "hold-path-cell-count": 1,
        "min_to": "cnt[0]$_DFFE_PN0N_",
        "hp-class": "flip-flop to flip-flop",
    },
    "synth": {
        "simple_share": 0.111,
        "proportion_of_synthesized_area_in_mux_cells": 0.0802,
        "top_cell_area_share": 0.534,
        "synth.comb.largest_family": "AND-OR/OR-AND gates",
        "area_leaders": "dfrtp_1 53%, o311ai_4 8.0%, xor2_1 5.3%",
        "cell_type_with_the_highest_aggregate_area_in_the_netlist": "dfrtp_1",
        "ys_cells": 25,
        "synth.cell_area_um2": 328,
        "synth.yosys.chip_area_um2": 328,
        "ys_sh_aoi": 0.156,
        "ys.flops": 7,
        "post_synth_fa_ha_maj_area_fraction": 0.0382,
        "postSynthCellCount": 25,
        "synth.yosys.seq_area_share": 0.534,
        "syn_area_per_cell_um2": 13.1,
        "synth_xor_xnor_area_share": 0.0802,
        "synthDistinctLibCells": 16,
        "ys_warn_count": 1,
    },
    "sta": {
        "period_used_share": 0.581,
        "slew_worst_pin_ns": 0.337,
        "rsz0062_at_grt": "false",
        "timing.fmax_ghz": 0.521,
        "worst_clock_skew_ns": 0.00504,
        "hold_viol_final": 0,
        "slew_headroom": 0.775,
        "finalSetupTns_ns": 0,
        "final_period_minus_worst_setup_slack_ns": 1.92,
        "setup_slack_ns": 1.38,
        "setup_viol": 0,
        "fin_hold_ws_ns": 0.533,
        "timing.final.max_slew_violations": 0,
    },
    "setup_path": {
        "worst_r2r_endpoint": "cnt[1]$_DFFE_PN0N_",
        "slowest_stage": "clkdlybuf4s50_1",
        "rrSetupSlack_ns": 2.02,
        "critical_path_class": "flip-flop to output port",
        "cp_num_buf_inv": 1,
        "timing.critical_path.to_type": "output port",
        "worstPathArrival_ns": 1.26,
        "critical_path.cell_chain": "clkdlybuf4s50_1",
        "max_stage_delay_ns": 0.53,
        "worstReg2RegStart": "cnt[4]$_DFFE_PN0N_",
        "worstPathMaxFanout": 6,
        "worst_r2r_path_depth": 2,
        "timing.critical_path.max_delay_family": "buffers and inverters",
        "worstPathRequired_ns": 2.64,
        "start_kind": "flip-flop",
    },
    "floorplan": {
        "die-width_um": 80,
        "total_die_size_um2": 6400,
        "initCoreUtil": 0.0960,
        "chipHeight_um": 80,
        "core_region_area_um2": 3420,
        "io-pin-count": 9,
        "rows": 21,
    },
    "route": {
        "dr_drc_count": 0,
        "iteration_0_drc_markers": 34,
        "drt-total-wl_um": 726,
        "route.vias.total": 236,
        "wire_per_inst_um": 8.75,
        "first_pass_iters": 3,
        "routed_via_density": 2.84,
        "num_antenna_cells": 0,
        "postRouteAntennaNets": 0,
    },
    "final_layout": {
        "layout_top_registers": "cnt (7)",
        "drive_above_1_share": 0.216,
        "design_area_um2": 492,
        "largest_reg_by_ff_count": "cnt",
        "number_of_cells_in_the_finished_layout_apart_from_fillers": 83,
        "flow.area_growth_from_synthesis_pct": 50.0,
        "number_of_flip_flops_under_the_largest_register_name": 7,
        "number_of_fillers_in_the_final_layout": 392,
    },
    "clock_tree": {
        "holdBufCountCts": 0,
        "cts_buffers": 3,
        "ctsResizeCount": 0,
        "clk_transition_reported_paths_ns": 0.05,
        "cts.htree.levels": 1,
        "cts_tree": "built",
        "clock_tree.buffer_depth": 2,
        "ctsRootBufferMaster": "clkbuf_4",
        "insertion_delay_ns": 0.25,
        "postCtsSetupBuffers": 0,
        "clock_sink_count": 7,
    },
    "pwr": {
        "p_leak_nw": 0.196,
        "p_per_area_nw_per_um2": 339,
        "ir_worst_vdd_mv": 0.0706,
    },
    "global_routing": {
        "global_route_wire_length_before_repair_um": 1200,
        "pin_count_of_the_biggest_net_entering_global_routing": 8,
        "globalRouteOverflowTotal": 0,
        "grt_pass1_vias": 253,
        "grt_antenna_before_repair": 0,
        "global_route_usage_over_all_layers": 0.0244,
    },
    "run": {
        "drv_cap": 0,
        "number_of_logged_tool_warnings": 25,
    },
    "placement": {
        "dp_cells": 79,
        "gpl.final_weighted_congestion": 0.678,
        "port-buffer-count": 8,
        "pre_cts_slack_ns": 1.64,
        "postPlaceCellArea_um2": 465,
    },
}
==> cell usage in the layout, fill, tap and decap left out <==
| cell type | count |
|---|---|
| nand2_1 | 2 |
| clkbuf_1 | 1 |
| nand3_1 | 1 |
| dfrtp_1 | 7 |
| clkdlybuf4s50_1 | 8 |
| a31oi_1 | 1 |
| and3_2 | 1 |
| nor2_1 | 1 |
| a21oi_1 | 2 |
| ha_1 | 1 |
| a31o_2 | 1 |
| nand4_1 | 1 |
| nand2b_1 | 1 |
| o311ai_4 | 1 |
| clkbuf_4 | 3 |
| xor2_1 | 2 |
| mux2_4 | 1 |
| xnor2_1 | 1 |
| mux2_2 | 1 |
==> how the worst max path moves through the flow <==
stage | from | endpoint | slack (ns) | depth (start not counted)
finish | cnt[3]$_DFFE_PN0N_ | cnt[3] | 1.38 | 1
CTS | cnt[3]$_DFFE_PN0N_ | cnt[3] | 1.36 | 1
global route | cnt[3]$_DFFE_PN0N_ | cnt[3] | 1.29 | 1
==> power breakdown <==
part           internal (mW)  switching, mW
logic                0.00105        0.00169
registers             0.0859              0
clock network         0.0462         0.0319
==> cell families (layout without fill, tap and decap cells) <==
family,after synthesis,after routing
compound gates,5,5
xor+xnor,3,3
flops,7,7
buf+inv,0,12
simple gates,7,7
fa+ha+maj,1,1
mux,2,2
==> routing by layer <==
layer / up-vias / part of all wire / global-route usage
li1: 115 / - / -
met1: 113 / 0.43 / 0.0276
met2: 8 / 0.39 / 0.0297
met3: 0 / 0.18 / 0.0295
met4: 0 / 0 / 0.00176
met5: - / 0 / 0
==> layout make-up <==
type                            instances  area (um2)  area share
Multi-Input combinational cell         18         153       0.310
Clock buffer                            4        26.3      0.0534
Timing Repair Buffer                    8        80.1       0.163
Sequential cell                         7         175       0.356
Tap cell                               46        57.6       0.117
==> cells in the mapped netlist (all sizes together) <==
library cell	instances
nand2	2
xor2	2
a21oi	2
mux2	2
and3	1
nor2	1
a31oi	1
o311ai	1
xnor2	1
ha	1
dfrtp	7
nand4	1
a31o	1
nand2b	1
nand3	1
==> per-stage QoR <==
step                power [mW]   util
global placement        0.0902  0.136
CTS                      0.169  0.144
detailed placement      0.0903  0.136
finish                   0.167  0.144
global route             0.172  0.144
floorplan               0.0874      -
No activity file was given, so power comes from the tool's default toggle rates.
